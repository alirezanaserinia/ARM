===== flow/design.v =====
module SRAM(clk, rst, SRAM_WE_N, SRAM_ADDR, SRAM_DQ, SRAM_UB_N, SRAM_LB_N, SRAM_CE_N, SRAM_OE_N);
	input clk, rst, SRAM_WE_N;
	input [18:0]SRAM_ADDR;
	inout [15:0]SRAM_DQ;
	input SRAM_UB_N, SRAM_LB_N, SRAM_CE_N, SRAM_OE_N;
	reg [15:0]memory[0:63];
	assign SRAM_DQ = SRAM_WE_N ? memory[SRAM_ADDR] : 16'bzzzz_zzzz_zzzz_zzzz;
	always@(posedge clk) begin
		if(~SRAM_WE_N) begin
			memory[SRAM_ADDR] <= SRAM_DQ;
		end
	end
endmodule

===== flow/config.mk =====
export PLATFORM = sky130hd
export DESIGN_NAME = SRAM
export DESIGN_NICKNAME = SRAM
export VERILOG_FILES = /design/flow/design.v
export SDC_FILE = /design/flow/constraint.sdc
export NUM_CORES = 4
export LEC_CHECK = 1
export CORE_UTILIZATION = 30

===== flow/constraint.sdc =====
current_design SRAM

set clk_period 23.1
set clk_io_pct 0.2

create_clock -name clk0 -period $clk_period [get_ports {clk}]

set non_clock_inputs [all_inputs -no_clocks]
set_input_delay [expr $clk_period * $clk_io_pct] -clock clk0 $non_clock_inputs
set_output_delay [expr $clk_period * $clk_io_pct] -clock clk0 [all_outputs]

===== flow/run.sh =====
#!/bin/bash
# OpenROAD 26Q1-2900-gdf79404cd8, Yosys 0.63+post, stock flow scripts
make -C /OpenROAD-flow-scripts/flow DESIGN_CONFIG=/design/flow/config.mk WORK_HOME=/design/flow/orfs finish

==> results_slide.txt <==
Flow Results at a Glance

Logic synthesis
  • Avg Cell Area, Syn: 17.4 um^2
  • Largest area contributor in the netlist: edfxtp_1
  • Ys async rst share: 0%
  • Part of the Yosys area used for sequential elements: 78.5%
  • Yosys warnings: 2
  • Chip Area, Yosys: 39200 um^2
  • Cell count listed in synth_stat.txt: 2249
  • Most numerous cell in the Yosys netlist: edfxtp_1
  • Top cells, area: edfxtp_1 (78%), mux2i_1 (3.9%), a22oi_1 (3.8%)
  • Ys flops: 1024
  • Post-Synthesis Cells: 2249
  • Dominant register cell: edfxtp_1
  • Synth top cells by count: edfxtp_1 (1024), a22oi_1 (196), nor2_1 (159), mux2i_1 (154), a221oi_1 (106)
  • Top cell area share: 78.5%
  • Cell Type Count: 58
  • Number of enable flip-flop cells: 1024
  • Mapped cell area: 39200 um^2

CTS
  • CTS root buffer: clkbuf_16
  • H-tree levels: 3
  • Post-CTS Setup Bufs: 0
  • Total CTS buffers: 102
  • # hold bufs at CTS: 0
  • Sink Count: 1024
  • Post-CTS resize count: 0
  • CTS Buffer Depth: 3

Place
  • Cell Area, Placed: 41700 um^2
  • # port buffers: 7
  • RePlAce Congestion: 0.896
  • HPWL Detailed: 61100 um

Floorplanning
  • Ports: 42
  • Num rows: 132
  • Die y size: 363 um
  • Floorplan Utilization: 30.3%
  • Die X: 363 um

Status
  • Outcome: did not finish
  • Halt Reason: [error] [KeplerFormal.cpp:679] Workflow failed: Iso has multiple drivers: .SRAM_DQ10, _1553_.X0
  • Last stage: clock tree synthesis
## metrics by stage
step	instances	setup slack [ns]	hold WS [ns]	util, %	total power (uW)
global placement	3975	9.90	0.862	32.2	2430
floorplan	2249	11.33	1.63	-	2280
detailed placement	3975	9.86	0.876	32.2	2400
## cells by family after synthesis
group	after synthesis	share of synthesized area, %
buf+inv	164	2.12
compound gates	617	11.6
mux	178	4.80
flops	1024	78.5
simple gates	266	2.99
Power and IR drop assume default switching activity.
